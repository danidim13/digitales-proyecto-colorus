**./run.sh**
```bash
#!/bin/bash
# OpenROAD 26Q1-2900-gdf79404cd8, Yosys 0.63+post, stock flow scripts
make -C /OpenROAD-flow-scripts/flow DESIGN_CONFIG=/design/flow/config.mk WORK_HOME=/design/flow/orfs finish
```
**./config.mk**
```make
export PLATFORM = sky130hd
export DESIGN_NAME = RAM_SINGLE_READ_PORT
export DESIGN_NICKNAME = RAM_SINGLE_READ_PORT
export VERILOG_FILES = /design/flow/design.v
export SDC_FILE = /design/flow/constraint.sdc
export NUM_CORES = 4
export LEC_CHECK = 1
export CORE_UTILIZATION = 30
```
**./constraint.sdc**
```tcl
current_design RAM_SINGLE_READ_PORT

set clk_period 3.2
set clk_io_pct 0.2

create_clock -name clk0 -period $clk_period [get_ports {Clock}]

set non_clock_inputs [all_inputs -no_clocks]
set_input_delay [expr $clk_period * $clk_io_pct] -clock clk0 $non_clock_inputs
set_output_delay [expr $clk_period * $clk_io_pct] -clock clk0 [all_outputs]
```
**./design.v**
```verilog
`timescale 1ns / 1ps
module RAM_DUAL_READ_PORT # ( parameter DATA_WIDTH= 16, parameter ADDR_WIDTH=8, parameter MEM_SIZE=8 )
(
	input wire						Clock,
	input wire						iWriteEnable,
	input wire[ADDR_WIDTH-1:0]	iReadAddress0,
	input wire[ADDR_WIDTH-1:0]	iReadAddress1,
	input wire[ADDR_WIDTH-1:0]	iWriteAddress,
	input wire[DATA_WIDTH-1:0]		 	iDataIn,
	output reg [DATA_WIDTH-1:0] 		oDataOut0,
	output reg [DATA_WIDTH-1:0] 		oDataOut1
);
reg [DATA_WIDTH-1:0] Ram [MEM_SIZE:0];		
always @(posedge Clock) 
begin 
		if (iWriteEnable) 
			Ram[iWriteAddress] <= iDataIn; 
			oDataOut0 <= Ram[iReadAddress0]; 
			oDataOut1 <= Ram[iReadAddress1]; 
end 
endmodule
module RAM_SINGLE_READ_PORT # ( parameter DATA_WIDTH= 16, parameter ADDR_WIDTH=8, parameter MEM_SIZE=8 )
(
	input wire						Clock,
	input wire						iWriteEnable,
	input wire[ADDR_WIDTH-1:0]	iReadAddress,
	input wire[ADDR_WIDTH-1:0]	iWriteAddress,
	input wire[DATA_WIDTH-1:0]		 	iDataIn,
	output reg [DATA_WIDTH-1:0] 		oDataOut
);
reg [DATA_WIDTH-1:0] Ram [MEM_SIZE:0];		
always @(posedge Clock) 
begin 
		if (iWriteEnable) 
			Ram[iWriteAddress] <= iDataIn; 
			oDataOut <= Ram[iReadAddress];
end 
endmodule
```
==> out/qor.csv <==
stage,metric,value,unit
outcome,status,finished clean,
final_timing,fin_skew,0.006898,ns
logic_synthesis,ys_top_logic_family,multiplexers,
grt,grt_max_degree,65,
final_timing,fin_crit,2.001,ns
setup_path,critPathCaptureType,flop,
routing,wl,11080,um
cells_and_area,layout-drive-gt1-share,0.2329,
final_timing,slew_headroom,0.3837,
routing,drc,0,
final_timing,fmax,499.8,MHz
clock_tree,clkLatencyLatePin,0.41,ns
power_and_ir_drop,max-vdd-ir-drop,0.3032,mV
logic_synthesis,synthAoiAreaFrac,0.06897,
placement,portBuffers,41,
logic_synthesis,synthArstFlopShare,0,
final_timing,hold_viol,0,
setup_path,critPathKind,primary input to flop,
final_timing,setup_tns,0,ns
logic_synthesis,numSynthFlops,160,
routing,postRouteAntennaNets,0,
final_timing,grt_setup_unrepaired,no,
flow_run,drv_cap,0,
logic_synthesis,synthSimpleGateAreaFrac,0.02576,
logic_synthesis,ys_cells,323,
setup_path,crit_required,3.50,ns
final_timing,setup_viol,0,
cells_and_area,area.growth.synth_to_final,22.08,%
floorplanning,initial_core_util,0.3075,
floorplanning,die_w,143.7,um
clock_tree,post-cts-setup-buffers,0,
placement,dp_cells,628,
logic_synthesis,mux_area_frac,0.1130,
routing,avgViaCountPerCell,4.565,
final_timing,drv_slew,0,
floorplanning,io_pins,50,
logic_synthesis,edf_count,144,
placement,gp_congestion,0.7439,
routing,diodes,0,
placement,place_ws,0.7750,ns
routing,wl_per_cell,16.79,um
final_timing,tightest_slew,0.9222,ns
clock_tree,cts_tree,yes,
floorplanning,chip_area,20650,um2
power_and_ir_drop,p_leak,2.482,nW
logic_synthesis,ys_seq_share,0.7711,
clock_tree,cts_buffers,17,
clock_tree,cts.path.max_buffers,2,
routing,drtIter0Drc,174,
power_and_ir_drop,p_per_area,619.1,nW/um2
logic_synthesis,area_leaders,"edfxtp_1 (72%), mux2_2 (6.0%), dfxtp_1 (5.3%)",
setup_path,cp-start-kind,primary input,
logic_synthesis,syn_area,6023,um2
grt,grt_pass1_wl,17170,um
routing,vias,3013,
logic_synthesis,yosys-top-cells-count,"edfxtp_1 (144), mux2_2 (32), mux2i_1 (32), nand2_1 (19)",
grt,antenna_found_initial,0,
logic_synthesis,syn_avg_cell_area,18.65,um2
logic_synthesis,top_area_cell,edfxtp_1,
logic_synthesis,synth_cell_types,21,
grt,use_met3,0.07228,
setup_path,reg2reg_depth,3,
floorplanning,die.size.y,143.7,um
logic_synthesis,synth_chip_area,6023,um2
final_timing,period_used_share,0.6253,
setup_path,worstPathArrival,2.30,ns
logic_synthesis,yosys.area.top_type_share,0.7179,
routing,firstDrtPassIters,4,
placement,hpwl,6064,um
clock_tree,clk_pin_slew,0.06,ns
setup_path,crit_fanout,16,
final_timing,final.setup.worst_slack,1.199,ns
grt,grt_use_met1,0.1624,
power_and_ir_drop,p_total,4.552,mW
placement,dpl-instance-area,6774,um2
grt,grtUsageTotal,0.1203,
logic_synthesis,ys_sh_adder,0,
cells_and_area,final_area,7353,um2
min_path,hp-class,flop to flop,
grt,globalRoute.totalOverflow,0,
min_path,whs_path_depth,2,
clock_tree,cts_root_buf,clkbuf_16,
floorplanning,rows,51,
cells_and_area,final_cells,660,
logic_synthesis,synth-xor-area-share,0,
clock_tree,clock-sinks,160,
grt,use_met2,0.1791,
clock_tree,cts_resized,0,
logic_synthesis,ys_warn_count,1,
logic_synthesis,synth_cells,323,
logic_synthesis,synth.most_common_cell,edfxtp_1,
clock_tree,htree_levels,4,
grt,busiest_layer,met2,
clock_tree,hold_buffers,0,
floorplanning,core_area,19590,um2
logic_synthesis,synth-main-ff-cell,edfxtp_1,
grt,grt_pass1_vias,3222,
flow_run,warnings,33,
==> power breakdown <==
part	internal, mW	total, mW	switching, mW
clock	1.22	1.96	0.746
combinational	0.125	0.247	0.122
sequential	2.33	2.34	0.0126
==> per-stage QoR <==
| step | hold slack, ns | utilization |
|---|---|---|
| 2_1_floorplan | 0.4215 | - |
| 3_3_place_gp | 0.4352 | 0.3458 |
| 3_5_place_dp | 0.4366 | 0.3458 |
| 4_1_cts | 0.4499 | 0.3754 |
| 5_1_grt | 0.4643 | 0.3754 |
| 6_report | 0.4442 | 0.3754 |
==> final cells by class <==
class                   instances  area [um2]
fillers                      1787       12240
flip-flops and latches        160        4644
multi-input cells             147        1267
repair buffers                 56       530.5
clock buffers                  19       432.9
well taps                     265       331.6
clock inverters                13       146.4
==> cell usage in the layout (no fill, tap or decap) <==
| cell type | count |
|---|---|
| nor2b_1 | 1 |
| nand2b_1 | 3 |
| clkbuf_1 | 2 |
| nor3_2 | 2 |
| nand3b_1 | 1 |
| nor4_2 | 1 |
| clkinv_1 | 1 |
| nor2_1 | 7 |
| mux2_2 | 32 |
| dfxtp_1 | 16 |
| buf_2 | 1 |
| a22o_1 | 16 |
| clkinv_2 | 7 |
| o31ai_2 | 11 |
| mux2i_1 | 32 |
| or3b_2 | 1 |
| buf_4 | 14 |
| edfxtp_1 | 144 |
| nand2_1 | 19 |
| bufinv_16 | 3 |
| clkbuf_16 | 17 |
| clkdlybuf4s50_1 | 40 |
| clkinv_4 | 2 |
| buf_12 | 1 |
| o22ai_1 | 16 |
| o31ai_1 | 5 |
==> per-layer routing <==
metal  vias up  part of all wire
met3         6              0.11
li1       1402                 -
met1      1474              0.43
met2       131              0.46
met5         -                 0
met4         0            0.0087
==> flip-flops by register name (all words and copies together) (netlist names) <==
| register | cells |
|---|---|
| oDataOut | 16 |
| Ram | 144 |
==> worst max-delay path, cell delays in order <==
cell and delay [ns]:
clkdlybuf4s50_1 0.47, nand2_1 0.71, o22ai_1 0.14, o31ai_1 0.34
==> cells by family after synthesis <==
| family | Yosys count |
|---|---|
| AND-OR/OR-AND | 48 |
| buffers and inverters | 16 |
| flip-flops | 160 |
| multiplexers | 64 |
| AND/OR/NAND/NOR | 35 |
==> worst paths after layout <==
kind	slack, ns	startpoint	to
worst max-delay path	1.20	iReadAddress[2]	oDataOut[12]
worst min-delay path	0.44	Ram[8][0]	oDataOut[0]
worst max register to register	2.15	Ram[4][8]	oDataOut[8]
worst min register to register	0.44	Ram[8][0]	oDataOut[0]
No activity file was given, so power comes from the tool's default toggle rates.
