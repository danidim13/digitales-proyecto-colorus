==> /design/flow/design.v <==
`timescale 1ns / 1ps
`timescale 1ns / 1ps
`default_nettype none	
module Bichillo
(
	input wire Clock,
	input wire Reset,
	output wire VGA_HSYNC,
	output wire VGA_VSYNC,
	output wire VGA_RED,
	output wire VGA_GREEN,
	output wire VGA_BLUE
);
VGA_Controller vga (
	.Clock(Clock),
	.Enable(1'b1),
	.Reset(Reset),
	.iPixel(3'b100),
	.oHorizontalSync(VGA_HSYNC),
	.oVerticalSync(VGA_VSYNC),
	.oRed(VGA_RED),
	.oGreen(VGA_GREEN),
	.oBlue(VGA_BLUE)
);
endmodule
`timescale 1ns / 1ps
`timescale 1ns / 1ps
module UPCOUNTER_POSEDGE # (parameter SIZE=16)
(
input wire Clock, Reset,
input wire [SIZE-1:0] Initial,
input wire Enable,
output reg [SIZE-1:0] Q
);
  always @(posedge Clock )
  begin
      if (Reset)
        Q = Initial;
      else
		begin
		if (Enable)
			Q = Q + 1;
		end			
  end
endmodule
module FFD_POSEDGE_SYNCRONOUS_RESET # ( parameter SIZE=8 )
(
	input wire				Clock,
	input wire				Reset,
	input wire				Enable,
	input wire [SIZE-1:0]	D,
	output reg [SIZE-1:0]	Q
);
always @ (posedge Clock) 
begin
	if ( Reset )
		Q <= 0;
	else
	begin	
		if (Enable) 
			Q <= D; 
	end	
end 
endmodule
module VGA_Controller (
	input wire Clock,
	input wire Enable,
	input wire Reset,
	input wire[2:0] iPixel,
	output wire oHorizontalSync,
	output wire oVerticalSync,
	output wire oRed,
	output wire oGreen,
	output wire oBlue,
	output wire [9:0] oColumnCount,
	output wire[9:0] oRowCount
);
wire[10:0] wColumnCount;
wire wColumnReset, wRowReset;
wire[9:0] wColumnCount_2, wRowCount;
wire[4:0] wColumProyec;
wire[3:0] wRowProyec;
assign wColumnCount_2 = {wColumnCount[10:1]};
assign wColumnReset = (wColumnCount == 11'd1599);
assign wRowReset = (wRowCount == 10'd524 && wColumnReset);
UPCOUNTER_POSEDGE # ( 11 ) COLUMN_COUNTER 
(
	.Clock( Clock ),
	.Reset( wColumnReset | Reset ),
	.Initial( 11'd0 ),
	.Enable( 1'b1 ),
	.Q( wColumnCount )
);
UPCOUNTER_POSEDGE # ( 10 ) ROW_COUNTER 
(
	.Clock( Clock ),
	.Reset( wRowReset | Reset ),
	.Initial( 10'd0 ),
	.Enable( wColumnReset ),
	.Q( wRowCount )
);
parameter H_VISIBLE_AREA 	= 640;
parameter H_FRONT_PORCH 	= 16;
parameter H_PULSE				= 96;
parameter H_BACK_PORCH		= 48;
parameter HORIZONTAL_LINE	= 800;
parameter V_VISIBLE_AREA 	= 480;
parameter V_FRONT_PORCH 	= 10;
parameter V_PULSE				= 2;
parameter V_BACK_PORCH		= 33;
parameter VERTICAL_LINE		= 525;
assign oRowCount = wRowCount;
assign oColumnCount = wColumnCount_2;
assign oHorizontalSync = 
(
		wColumnCount_2 >= (H_VISIBLE_AREA + H_FRONT_PORCH ) &&
		wColumnCount_2 <= (H_VISIBLE_AREA + H_FRONT_PORCH + H_PULSE )
) ? 1'b0 : 1'b1;
assign oVerticalSync = 
(
		wRowCount >= (V_VISIBLE_AREA + V_FRONT_PORCH ) &&
		wRowCount <= (V_VISIBLE_AREA + V_FRONT_PORCH + V_PULSE )
) ? 1'b0 : 1'b1;
assign {oRed,oGreen,oBlue} = (wColumnCount_2 < H_VISIBLE_AREA && wRowCount < V_VISIBLE_AREA) ?
 {iPixel} :	 
 {3'b000};  
endmodule
==> /design/flow/run.sh <==
#!/bin/bash
# OpenROAD 26Q1-2900-gdf79404cd8, Yosys 0.63+post, stock flow scripts
make -C /OpenROAD-flow-scripts/flow DESIGN_CONFIG=/design/flow/config.mk WORK_HOME=/design/flow/orfs finish
==> /design/flow/config.mk <==
export PLATFORM = sky130hd
export DESIGN_NAME = Bichillo
export DESIGN_NICKNAME = Bichillo
export VERILOG_FILES = /design/flow/design.v
export SDC_FILE = /design/flow/constraint.sdc
export NUM_CORES = 4
export LEC_CHECK = 1
export CORE_AREA = 10 10 91 91
export DIE_AREA = 0 0 101 101
==> /design/flow/constraint.sdc <==
current_design Bichillo

set clk_period 2.7
set clk_io_pct 0.2

create_clock -name clk0 -period $clk_period [get_ports {Clock}]

set non_clock_inputs [all_inputs -no_clocks]
set_input_delay [expr $clk_period * $clk_io_pct] -clock clk0 $non_clock_inputs
set_output_delay [expr $clk_period * $clk_io_pct] -clock clk0 [all_outputs]
==> changes_impl.md <==
### Changed

- Headroom to the max-slew limit: 55.6%
- Post-synthesis instance total: 126
- Final setup viols: 0
- Crit share post-route: 82.9%
- Initial antenna violation count: 0
- Biggest fanout along the worst timing path: 5
- Post-synthesis simple-gate area fraction: 32.3%
- Worst ir drop on vdd: 0.185 mV
- Top cells by area in the synthesized netlist: sky130_fd_sc_hd__dfxtp_1 (40%), sky130_fd_sc_hd__nor2_1 (5.0%), sky130_fd_sc_hd__xnor2_1 (5.0%), sky130_fd_sc_hd__a21oi_1 (4.3%), sky130_fd_sc_hd__xor2_1 (4.2%)
- Min setup slack post-route: 0.461 ns
- Sum Neg Setup Slack: 0 ns
- Kind of critical path: register to primary output
- Maximum number of pins on one net before global-route repair: 13
- Largest area contributor in the netlist: sky130_fd_sc_hd__dfxtp_1
- Count of standard-cell rows: 29
- # H-tree levels: 1
- Core area: 6350 um^2
- Number of buffers added for setup after CTS: 0
- Number of port buffers: 4
- Share of the synthesized netlist area taken by xor and xnor gates: 9.19%
- Sequential element share of the synthesized area: 40.1%
- Number of iterations in the first detailed-routing pass: 4
- Maximum buffer depth of the clock tree: 2
- Number of distinct standard cells referenced by the synthesized netlist: 30
- Via count of the first global-routing pass: 807
- Top logic cell family in the synthesized netlist: simple AND/OR/NAND/NOR gates
- Warnings, synthesis: 2
- Synthesized area divided by synthesized cell count: 8.32 um^2
- Final WL: 2010 um
- Top cell type's share of synthesized area: 40.1%
- Wire length of the first global-routing pass: 3620 um
- Number of warning messages in the logs: 26
- Number of standard cells in the layout, taps in and fillers out: 205
- Unrepaired setup endpoints after global routing: false
- Max Clock Freq: 447 MHz
- Crit end category: primary output
- Antenna diode instance count: 0
- Full die area: 10200 um^2
- Total power density per cell area: 451 nW/um^2
- YS chip area: 1050 um^2
- Most frequently used cell type in the post-synthesis netlist: sky130_fd_sc_hd__dfxtp_1
- Residual antenna-violating net count after detailed routing: 0
- DRC viols: 0
- Classification of the worst-slack hold path: register to register
- Max-slew violation count: 0
- Final global-route overflow total: 0
- Total cells reported by yosys after synthesis: 126
- Final count of hold timing violations: 0
- Horizontal die dimension: 101 um
- Overall via count from detail_route: 828
- Dpl cells: 201
- Transition at the pin with the smallest max-transition slack: 0.661 ns
- Number of top-level pins: 7
- Drt via density: 4.04
- Yosys adder share: 3.58%
- Share of cells above drive strength 1: 7.03%
- Number of hold-repair buffers added at the cts stage: 0
- Tally of max-capacitance violations: 0
- Leakage power figure: 0.358 nW
- Final instance area: 1200 um^2
- DP Worst Slack: 0.600 ns
- Setup crit start kind: register
- Routability cong.: 0.844
- Data required time of the worst path: 2.16 ns
- Ys flops: 21
- AND-OR/OR-AND Cells, Area Fraction: 9.90%
- HPWL after detailed placement: 1440 um
- DRC marker count from the first detailed-route iteration: 63
- Die Span Y: 101 um
- CTS clk-pin slew, worst paths: 0.08 ns
- Clock buffer count from CTS: 3
- Synth cell count leaders: sky130_fd_sc_hd__dfxtp_1 (21), sky130_fd_sc_hd__nor2_1 (14), sky130_fd_sc_hd__nand2_1 (11), sky130_fd_sc_hd__a21oi_1 (9), sky130_fd_sc_hd__o21ai_0 (7)
- Clock root buffer master: sky130_fd_sc_hd__clkbuf_8
- Status: completed
- Fp util: 16.5%
- Clock tree skew after final layout: 0.00468 ns
- Cell area reported after detailed placement: 1150 um^2
- Number of enable flip-flop cells: 0
- Mean routed wirelength per cell: 9.82 um
- Number of sinks handled by clock tree synthesis: 21
- CTS tree: built
- Most used DFF post-synth: sky130_fd_sc_hd__dfxtp_1
- Worst EP arrival: 1.70 ns
- Post-cts repair resize count: 0
- Multiplexer share: 0%
- Post-synthesis async set-or-reset flop share: 0%
- P&R area growth vs syn: 14.3%
- Clock latency at the later pin of the worst-skew pair: 0.26 ns
- Min cycle time layout: 2.24 ns
- Post-synthesis instance area: 1050 um^2
- Overall routing resource usage: 4.09%
==> sequential cells by signal (all words and copies together) (netlist names) <==
register,count
vga.COLUMN_COUNTER.Q,11
vga.ROW_COUNTER.Q,10
==> logic make-up (layout without fill, tap and decap cells) <==
group / after synthesis / in the layout
buffers and inverters: 10 / 11
and+or+nand+nor: 61 / 61
adders and majority gates: 3 / 3
DFF: 21 / 21
AOI/OAI and AO/OA: 19 / 19
xor gates and xnor gates: 11 / 11
other: 1 / 2
==> cells in the final DEF (no fill, tap or decap) <==
cell,Yosys,final
sky130_fd_sc_hd__o31ai_1,2,2
sky130_fd_sc_hd__or4_1,4,4
sky130_fd_sc_hd__or3_1,3,3
sky130_fd_sc_hd__conb_1,1,2
sky130_fd_sc_hd__nor4_1,3,3
sky130_fd_sc_hd__clkinv_2,0,1
sky130_fd_sc_hd__nor2_1,14,14
sky130_fd_sc_hd__nand2b_1,1,1
sky130_fd_sc_hd__dfxtp_1,21,21
sky130_fd_sc_hd__a31o_2,1,1
sky130_fd_sc_hd__and4_2,1,1
sky130_fd_sc_hd__or3_2,2,2
sky130_fd_sc_hd__nand3_4,1,1
sky130_fd_sc_hd__or2b_1,1,1
sky130_fd_sc_hd__inv_1,3,3
sky130_fd_sc_hd__nand2_1,11,11
sky130_fd_sc_hd__nand4b_1,1,1
sky130_fd_sc_hd__nor2b_1,1,1
sky130_fd_sc_hd__nor3_1,5,5
sky130_fd_sc_hd__xnor2_1,6,6
sky130_fd_sc_hd__o21ai_0,7,7
sky130_fd_sc_hd__and3_1,3,3
sky130_fd_sc_hd__nand4bb_1,1,1
sky130_fd_sc_hd__ha_1,3,3
sky130_fd_sc_hd__nand4_1,5,5
sky130_fd_sc_hd__clkbuf_8,0,3
sky130_fd_sc_hd__xor2_1,5,5
sky130_fd_sc_hd__a21oi_1,9,9
sky130_fd_sc_hd__nand3_1,4,4
sky130_fd_sc_hd__clkdlybuf4s50_1,0,4
==> layer usage <==
| metal | global-route usage (%) | vias up | share of wire [%] |
|---|---|---|---|
| met1 | 5.67 | 378 | 49 |
| met4 | 0.965 | 0 | 1.4 |
| met2 | 6.68 | 5 | 48 |
| met3 | 0.416 | 2 | 0.94 |
| met5 | 0 | - | 0 |
| li1 | - | 443 | - |
==> worst max-delay path, stage by stage, from the launching register on <==
cell and delay [ns]:
sky130_fd_sc_hd__dfxtp_1 0.43, sky130_fd_sc_hd__inv_1 0.07, sky130_fd_sc_hd__ha_1 0.21, sky130_fd_sc_hd__nand2_1 0.06, sky130_fd_sc_hd__o21ai_0 0.07, sky130_fd_sc_hd__nand4b_1 0.12
sky130_fd_sc_hd__clkdlybuf4s50_1 0.48
==> metrics by stage <==
stage	power [W]	utilization, %	hold slack, ns
floorplan	0.000338	-	0.426
global placement	0.000341	18.1	0.445
detailed placement	0.000341	18.1	0.452
CTS	0.000547	18.9	0.471
global route	0.000563	18.9	0.508
finish	0.000540	18.9	0.467
==> area by class of cell <==
| cell class | count | area, um^2 |
|---|---|---|
| tap | 77 | 96.3 |
| clock buffer | 3 | 41.3 |
| fill | 686 | 5150 |
| sequential | 21 | 420 |
| multi-input combinational | 96 | 584 |
| inverter | 3 | 11.3 |
| timing repair buffer | 4 | 40.0 |
| clock inverter | 1 | 5.00 |
==> path summary, 6_finish.rpt <==
check        cells after the start  slack, ns                                  to                               start
max                              6       0.46                           VGA_VSYNC   vga.ROW_COUNTER.Q[0]$_SDFFE_PP0P_
min                              1       0.47  vga.COLUMN_COUNTER.Q[0]$_SDFF_PP0_  vga.COLUMN_COUNTER.Q[0]$_SDFF_PP0_
max reg2reg                      5       0.56   vga.ROW_COUNTER.Q[7]$_SDFFE_PP0P_  vga.COLUMN_COUNTER.Q[0]$_SDFF_PP0_
min reg2reg                      1       0.47  vga.COLUMN_COUNTER.Q[0]$_SDFF_PP0_  vga.COLUMN_COUNTER.Q[0]$_SDFF_PP0_
==> report_power, final <==
group	switching [W]	total [W]	internal [W]	leakage, nW
sequential	0.00000423	0.000317	0.000313	0.170
combinational	0.00000939	0.0000160	0.00000658	0.163
clock	0.000104	0.000207	0.000103	0.0255
total	0.000118	0.000540	0.000423	0.358
Power is estimated from default activity; no workload was simulated.
